[design/flow/run.sh]
#!/bin/bash
# OpenROAD 26Q1-2900-gdf79404cd8, Yosys 0.63+post, stock flow scripts
make -C /OpenROAD-flow-scripts/flow DESIGN_CONFIG=/design/flow/config.mk WORK_HOME=/design/flow/orfs finish
[design/flow/config.mk]
export PLATFORM = sky130hd
export DESIGN_NAME = clock_2s
export DESIGN_NICKNAME = clock_2s
export VERILOG_FILES = /design/flow/design.v
export SDC_FILE = /design/flow/constraint.sdc
export NUM_CORES = 4
export LEC_CHECK = 1
export CORE_AREA = 10 10 97 97
export DIE_AREA = 0 0 107 107
[design/flow/constraint.sdc]
current_design clock_2s

set clk_period 3.8
set clk_io_pct 0.2

create_clock -name clk0 -period $clk_period [get_ports {CLOCK}]

set non_clock_inputs [all_inputs -no_clocks]
set_input_delay [expr $clk_period * $clk_io_pct] -clock clk0 $non_clock_inputs
set_output_delay [expr $clk_period * $clk_io_pct] -clock clk0 [all_outputs]
[design/flow/design.v]
`timescale 1ns / 1ps
module clock_2s(
    input CLOCK,
    output reg show_freq
    );
    reg [31:0] COUNT = 0;
	 reg [31:0] MAX_COUNT = 0;
	 initial
		show_freq = 0;
    always @ (posedge CLOCK) begin
        MAX_COUNT <= 400000000;  
        show_freq <= (COUNT == MAX_COUNT/2) ? ~show_freq : show_freq;
		  COUNT <= (COUNT == MAX_COUNT/2) ? 0 : (COUNT + 1);
    end
endmodule
==> qor.yml <==
floorplanning:
  top_level_ports: 2
  die.size.x_um: 107
  floorplan.core_util_pct: 21.9
  core_area_um2: 7290
  core.rowCount: 31
  die_area_um2: 11400
  die_height_um: 107
power:
  total_power_w: 0.000685
  pwr_density_cell_nw_per_um2: 377
  power.internal_w: 0.000556
  sequential_fraction_of_design_power_pct: 52.4
  vdd.ir_drop.worst_v: 0.000135
  leakage_nw: 0.643
  netSwitchingFraction_pct: 18.9
  clock_power_share_pct: 47.1
  power.combinational.fraction_pct: 0.4
  p_sw_w: 0.000129
layout:
  stdcell_count: 275
  nFillCells: 788
  seq_area_um2: 691
  multi_input_comb_area_um2: 862
  area_growth_from_synthesis_to_layout_pct: 13.7
  final_layout_size_suffix_gt1_share_pct: 7.95
critical_path:
  slowest_stage_delay_on_critical_path_ns: 0.68
  r2r-end: "COUNT[2]"
  critical_path.cell_chain: "or4_1 -> o31a_2 -> nor4_4 -> nor2_1"
  timing.reg2reg.setup_slack_ns: 1.83
  timing.critical_path.required_ns: 3.94
  timing.critical_path.from_type: "flop"
  timing.reg2reg.worst_path_depth: 4
  worst_r2r_startpoint: "COUNT[14]"
  timing.critical_path.to_type: "flop"
  arrival_ns: 2.11
  setup.worst_path.class: "reg -> reg"
  highest_fanout_seen_on_the_critical_path: 15
  slowest_stage: "sky130_fd_sc_hd__nor4_4"
run:
  tool_warnings: 26
  cap_viol_max_count: 0
drt:
  drc: 0
  drt-initial-drc-count: 60
  firstDrtPassIters: 4
  per_cell_routed_wire_length_um: 11.5
  detail_route.wirelength_um: 3160
  drtAntennaViolNets: 0
  dr_vias: 1237
  antennaDiodeCount: 0
  vias_per_cell: 4.50
clocking:
  post_cts.resized_instances: 0
  clock_tree.htree_level_count: 2
  max-clock-path-buffers: 2
  cts_inserted_buffers: 5
  cts_root_buffer: "sky130_fd_sc_hd__clkbuf_8"
  clk_latency_ns: 0.28
  post-cts-setup-buffers: 0
  tritoncts_clock_tree: "built"
  number_of_clock_sinks: 34
  postCtsHoldBufs: 0
  cts.reportedPaths.clkPinSlew_ns: 0.07
sta:
  report.final.setup_viol: 0
  grt_setup_unrepaired: "no"
  tns_ns: 0
  hold_violation_total_from_the_final_report: 0
  tightest_slew_ns: 0.792
  timing.max_slew.rel_slack_pct: 46.8
  period_used_pct: 51.8
  maxSlewViolCount: 0
  layout_min_cycle_time_ns: 1.97
  max_clock_freq_mhz: 508
  fin_skew_ns: 0.00426
global_routing:
  grt_start_max_net_pins: 16
  grt_antenna_before_repair: 0
  grt_first_pass_wirelength_um: 5620
  final_global_route_overflow_total: 0
  grt_util_all_layers_pct: 5.83
  first_global_vias: 1168
logic_synthesis:
  synthCells: 170
  netlist_area_um2: 1600
  synth.yosys.warnings: 1
  number_of_enable_type_register_cells_in_the_synthesized_netlist: 1
  yosys_area_um2: 1600
  synth-seq-area-share_pct: 43.3
  yosysCellCount: 170
  post_synthesis_async_set_or_reset_flop_share_pct: 0
  ys_dominant_reg_cell: "sky130_fd_sc_hd__dfxtp_1"
  postSynthRegisterBits: 34
  synth.avg_cell_area_um2: 9.39
  ys_types: 35
hold_path:
  hold_depth: 1
  endpoint_worst_hold: "COUNT[31]"
  hp-class: "reg -> reg"
  timing.hold.worst.start: "COUNT[31]"
outcome:
  outcome: "finished, final reports clean"
placed_design:
  gpl.final_weighted_congestion: 0.852
  placed_instances: 267
  hpwlAfterDp_um: 2230
  port_buffer_count: 1
-- sequential cells by signal, summed over array words and instances, names as in the netlist --
register	count
show_freq	1
MAX_COUNT	1
COUNT	32
-- synthesized netlist by cell type (2+ instances only) --
| cell | count | area, um^2 |
|---|---|---|
| sky130_fd_sc_hd__a21oi_1 | 9 | 45.0 |
| sky130_fd_sc_hd__a31o_2 | 2 | 17.5 |
| sky130_fd_sc_hd__and3_1 | 4 | 25.0 |
| sky130_fd_sc_hd__and4_1 | 4 | 35.0 |
| sky130_fd_sc_hd__dfxtp_1 | 33 | 661 |
| sky130_fd_sc_hd__ha_1 | 2 | 25.0 |
| sky130_fd_sc_hd__inv_1 | 6 | 22.5 |
| sky130_fd_sc_hd__nand2_1 | 8 | 30.0 |
| sky130_fd_sc_hd__nand3_1 | 15 | 75.1 |
| sky130_fd_sc_hd__nand3b_1 | 3 | 22.5 |
| sky130_fd_sc_hd__nand4_1 | 12 | 75.1 |
| sky130_fd_sc_hd__nand4b_1 | 3 | 26.3 |
| sky130_fd_sc_hd__nor2_1 | 9 | 33.8 |
| sky130_fd_sc_hd__nor3_1 | 5 | 25.0 |
| sky130_fd_sc_hd__nor4_1 | 8 | 50.1 |
| sky130_fd_sc_hd__nor4_4 | 3 | 63.8 |
| sky130_fd_sc_hd__o21ai_0 | 5 | 25.0 |
| sky130_fd_sc_hd__or3_1 | 3 | 18.8 |
| sky130_fd_sc_hd__xnor2_1 | 17 | 149 |
| sky130_fd_sc_hd__xor2_1 | 4 | 35.0 |
-- area by class of cell --
class,count,share of cell area (%)
clock buffers,7,4.20
clock inverters,1,1.65
inverters,6,1.24
multi-input cells,127,47.5
flip-flops and latches,34,38.0
well taps,99,6.82
repair buffers,1,0.551
-- layer usage --
layer,routed length [um],share of wire (%),GRT usage (%),up-vias
li1,-,-,-,644
met1,1730,55,8.61,574
met2,1280,40,8.34,14
met3,121,3.8,1.70,5
met4,36,1.1,0.967,0
met5,0,0,0,-
-- stage by stage --
step	instance area [um^2]	setup WS, ns	util, %	hold slack, ns
global route	1820	1.63	24.9	0.502
global placement	1710	1.83	23.4	0.454
floorplan	1600	2.16	-	0.436
detailed placement	1710	1.83	23.4	0.454
CTS	1820	1.80	24.9	0.467
finish	1820	1.83	24.9	0.464
-- power by group through the flow --
stage                 clock [W]  combinational (W)  sequential (W)
final                  0.000323         0.00000299        0.000359
after CTS              0.000327         0.00000296        0.000359
after global routing   0.000341         0.00000329        0.000359
-- cell usage in the layout (no fill, tap or decap), types with 3 or more instances in the layout --
cell type | synthesis | final
sky130_fd_sc_hd__a21oi_1 | 9 | 9
sky130_fd_sc_hd__and3_1 | 4 | 4
sky130_fd_sc_hd__and4_1 | 4 | 4
sky130_fd_sc_hd__clkbuf_8 | 0 | 5
sky130_fd_sc_hd__dfxtp_1 | 33 | 33
sky130_fd_sc_hd__inv_1 | 6 | 6
sky130_fd_sc_hd__nand2_1 | 8 | 8
sky130_fd_sc_hd__nand3_1 | 15 | 15
sky130_fd_sc_hd__nand3b_1 | 3 | 3
sky130_fd_sc_hd__nand4_1 | 12 | 12
sky130_fd_sc_hd__nand4b_1 | 3 | 3
sky130_fd_sc_hd__nor2_1 | 9 | 9
sky130_fd_sc_hd__nor3_1 | 5 | 5
sky130_fd_sc_hd__nor4_1 | 8 | 8
sky130_fd_sc_hd__nor4_4 | 3 | 3
sky130_fd_sc_hd__o21ai_0 | 5 | 5
sky130_fd_sc_hd__or3_1 | 3 | 3
sky130_fd_sc_hd__xnor2_1 | 17 | 17
sky130_fd_sc_hd__xor2_1 | 4 | 4
-- worst max-delay path by stage --
stage          endpoint  cells past startpoint  startpoint
global route  COUNT[27]                      6    COUNT[0]
finish         COUNT[2]                      4   COUNT[14]
CTS            COUNT[2]                      4   COUNT[14]
-- worst max-delay path: cells and delay by family (launching register included) --
kind / cells / cell delay [ns]
DFF: 1 / 0.38
and+or+nand+nor: 3 / 1.31
AOI/OAI and AO/OA: 1 / 0.15
-- cells by family after synthesis --
kind of cell    count (synthesis)  share of synthesized area (%)
simple gates                   82                           32.5
other cells                     1                          0.235
flops                          34                           43.3
buf+inv                         9                           2.74
fa+ha+maj                       2                           1.57
xor+xnor                       21                           11.5
compound gates                 21                           8.15
No activity file was given, so power comes from the tool's default toggle rates.
