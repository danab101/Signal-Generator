[./run.sh]
#!/bin/bash
# OpenROAD 26Q1-2900-gdf79404cd8, Yosys 0.63+post, stock flow scripts
make -C /OpenROAD-flow-scripts/flow DESIGN_CONFIG=/design/flow/config.mk WORK_HOME=/design/flow/orfs finish
[./config.mk]
export PLATFORM = sky130hd
export DESIGN_NAME = start_clock
export DESIGN_NICKNAME = start_clock
export VERILOG_FILES = /design/flow/design.v
export SDC_FILE = /design/flow/constraint.sdc
export NUM_CORES = 4
export LEC_CHECK = 1
export CORE_UTILIZATION = 30
[./constraint.sdc]
current_design start_clock

set clk_period 9.1
set clk_io_pct 0.2

create_clock -name clk0 -period $clk_period [get_ports {CLOCK}]

set non_clock_inputs [all_inputs -no_clocks]
set_input_delay [expr $clk_period * $clk_io_pct] -clock clk0 $non_clock_inputs
set_output_delay [expr $clk_period * $clk_io_pct] -clock clk0 [all_outputs]
[./design.v]
`timescale 1ns / 1ps
module start_clock(
    input CLOCK,reset,
	 input [11:0] Freq_Req,    
	 input [7:0] step,
    output START_CLOCK
    );
    reg [31:0] COUNT = 0;
	 reg [31:0] MAX_COUNT = 0;
	 reg START_CLOCK;
	 initial begin
		START_CLOCK = 0;
		MAX_COUNT = 0;
	 end	
    always@(posedge CLOCK or posedge reset) begin
		if(reset) begin
		  START_CLOCK <= 0;
		  MAX_COUNT <= 0;
		  COUNT <= 0;		
		end else begin	
		  MAX_COUNT <= (100000000*step) / (Freq_Req *8192);
        START_CLOCK <= (COUNT == MAX_COUNT/2) ? ~START_CLOCK : START_CLOCK;
		  COUNT <= (COUNT == MAX_COUNT/2) ? 0 : (COUNT + 1);
		end  
    end
endmodule
==> run notes <==
impl run done, here's what came out: run status=complete, but fails checks, failing checks=setup timing, Max FO, Critical Path=8, H-tree depth=3, Max Cap Violations=0, Post-synth top cells=197 x ha_1, 191 x nor2_1, 131 x inv_1, 105 x nand2_1, 90 x xor2_1, count of library flops with an enable pin=0, cells after synthesis=1598, crit path max-delay cell type=fa_2, share of synthesized registers carrying an async set or reset=1.000, fin crit share=3.770, post-synthesis cell area=12810 um^2, first-iteration detailed-routing DRC count=649, port bufs=22, Die Span Y=208.6 um, Top-area cell share=0.1925, Placed Area=18280 um^2, core region area=42040 um^2, most used cell, CP=buf_4, final worst slack=-25.21 ns, RSZ-0062 raised after global routing=true, RePlAce Congestion=~0.95, Final Critical Period=34.31 ns, Peak Freq=0.02915 GHz, initial antenna violation count=0, number of global-route vias before repair=13670, DRC violations left=0, Flops after synth=64, CP required=between 9 and 10 ns, Crit path arrival time=34.50 ns, fillers=3672, row cnt=75, cell taking the most area after synthesis=ha_1, post-route cell area=between 20000 and 25000 um^2, share of layout cells above drive strength 1=0.4580, Latency at later pin=0.33 ns, CTS tree=yes, GRT Util Overall=0.1916, Max Buffers Root-to-Sink=2, register share after synthesis=0.1250, number of cells in Yosys stat=1598, Worst-Margin Slew=0.7660 ns, most common cell in the synthesized netlist=ha_1, element type at the critical path start=input pin, class of the worst hold path=reg -> reg, ANT cells=0, count of warnings emitted by yosys=1, Setup-failing EPs final=15, DR vias=14140, Clk pin slew, worst setup/hold paths=0.05 ns, CTS sink cnt=64, Post-Syn Area per Cell=8.015 um^2, Via-to-Cell Ratio=just under 5, Worst setup EP type=flip-flop, largest net degree at the start of global routing=52, first-pass GRT wire length=67.34 mm, iteration count of the initial detailed-routing pass=7, Top cells by area=ha_1 19%, dfrtp_1 13%, xor2_1 6.2%, fa_1 5.9%, nor2_1 5.6%, Root Driver=clkbuf_16, distinct lib cells=around 90, stage-log warning count=34, Slew Viols, Final=0, Final Util=0.4986, CP peak stage delay=0.62 ns, FF-to-FF setup slack=6.42 ns, Ports=23, chip area in the Yosys report=12810 um^2, fp_density=0.3046, Final Hold Fails=0, Setup Skew=0.01132 ns, WHS=0.4691 ns, Final HPWL DP=32.55 mm, P&R area growth vs syn=63.66%, CTS buffer count=9, die x size=approximately 210 um, CP Class=in -> reg, antenna viol nets, final=0, Comb gate area=about 12000 um^2, headroom to the max-slew limit=0.4888, FF+latch area=1602 um^2, Primary FF master, synth=dfrtp_1, Post-Route WL=41.99 mm, grt ovf=0, die area=around 44000 um^2, Routed WL per cell=14.60 um
worst paths after layout:
| path | startpoint | end | depth (start not counted) |
|---|---|---|---|
| min in group asynchronous | reset | MAX_COUNT[17]$_DFF_PP0_ | 2 |
| worst max register to register | COUNT[8]$_DFF_PP0_ | COUNT[27]$_DFF_PP0_ | 11 |
| max in group asynchronous | reset | COUNT[6]$_DFF_PP0_ | 3 |
| worst max-delay path | step[7] | MAX_COUNT[1]$_DFF_PP0_ | 177 |
| worst min register to register | START_CLOCK$_DFFE_PP0N_ | START_CLOCK$_DFFE_PP0N_ | 1 |
| worst min-delay path | START_CLOCK$_DFFE_PP0N_ | START_CLOCK$_DFFE_PP0N_ | 1 |
layout by cell type, fill, tap and decap left out, types with 55 or more instances in the layout:
master / synthesis / routed
inv_1: 131 / 115
nor2_1: 191 / 171
xor2_1: 90 / 90
nand2_1: 105 / 96
ha_1: 197 / 153
buf_4: 2 / 684
xnor2_1: 55 / 55
dfrtp_1: 64 / 64
nor3_1: 62 / 57
per-layer routing:
layer / share of wire / global-route usage
met5: 0 / 0
met4: 0.015 / 0.02130
met3: 0.027 / 0.01428
met2: 0.46 / 0.3132
met1: 0.50 / 0.2881
registers in the layout (all words and copies together) (netlist names):
name	flops
COUNT	32
MAX_COUNT	31
START_CLOCK	1
metrics by stage:
stage | std cells | setup TNS (ns) | setup slack (ns)
floorplan | 1598 | -173.37 | -26.01
global placement | 2683 | -181.42 | -26.43
detailed placement | 2683 | -185.21 | -26.98
CTS | 2823 | -161.23 | -24.72
global route | 2875 | -178.21 | -26.91
finish | 2875 | -165.00 | -25.21
kinds of logic (layout without fill, tap and decap cells):
kind of cell / Yosys count / in the layout / synth area share
and+or+nand+nor: 561 / 561 / 0.2135
AOI/OAI and AO/OA: 351 / 352 / 0.1900
adders and majority gates: 235 / 235 / 0.2519
buffers and inverters: 171 / 908 / 0.05373
xor gates and xnor gates: 145 / 145 / 0.09916
muxes: 71 / 71 / 0.06672
DFF: 64 / 64 / 0.1250
layout make-up:
cell class | instances | area share
Sequential cell | 64 | 0.07641
Clock inverter | 4 | 0.001373
Inverter | 138 | 0.02567
Clock buffer | 12 | 0.01224
Tap cell | 539 | 0.03218
Multi-Input combinational cell | 1364 | 0.5701
Timing Repair Buffer | 754 | 0.2821
what timing repair did:
item | 4_1_cts | 5_1_grt
gates resized | 157 | 126
pin swaps | 130 | 151
endpoints found under the setup margin | 15 | 15
buffers inserted | 123 | 63
cloned | 1 | 0
hold buffers | 0 | 0
critical path, delay by kind of cell:
| kind | cells | cell delay (ns) |
|---|---|---|
| and+or+nand+nor | 31 | 5.69 |
| buffers and inverters | 38 | 4.21 |
| AOI/OAI and AO/OA | 77 | 13.54 |
| adders and majority gates | 22 | 6.54 |
| muxes | 8 | 2.51 |
| xor gates and xnor gates | 1 | 0.17 |
