<file path="flow/design.v">
`timescale 1ns / 1ps
module DAC_clock(
    input CLOCK,
    output reg DAC_CLOCK
    );
    reg [31:0] COUNT = 0;
	 reg [31:0] MAX_COUNT = 0;
	 initial
		DAC_CLOCK = 0;
    always @ (posedge CLOCK) begin
        MAX_COUNT <= 1000; 
        DAC_CLOCK <= (COUNT == MAX_COUNT/2) ? ~DAC_CLOCK : DAC_CLOCK;
		  COUNT <= (COUNT == MAX_COUNT/2) ? 0 : (COUNT + 1);
    end
endmodule
</file>
<file path="flow/run.sh">
#!/bin/bash
# OpenROAD 26Q1-2900-gdf79404cd8, Yosys 0.63+post, stock flow scripts
make -C /OpenROAD-flow-scripts/flow DESIGN_CONFIG=/design/flow/config.mk WORK_HOME=/design/flow/orfs finish
</file>
<file path="flow/config.mk">
export PLATFORM = sky130hd
export DESIGN_NAME = DAC_clock
export DESIGN_NICKNAME = DAC_clock
export VERILOG_FILES = /design/flow/design.v
export SDC_FILE = /design/flow/constraint.sdc
export NUM_CORES = 4
export LEC_CHECK = 1
export CORE_UTILIZATION = 30
</file>
<file path="flow/constraint.sdc">
current_design DAC_clock

set clk_period 4.6
set clk_io_pct 0.2

create_clock -name clk0 -period $clk_period [get_ports {CLOCK}]

set non_clock_inputs [all_inputs -no_clocks]
set_input_delay [expr $clk_period * $clk_io_pct] -clock clk0 $non_clock_inputs
set_output_delay [expr $clk_period * $clk_io_pct] -clock clk0 [all_outputs]
</file>
==> qor.yml <==
run_status:
  status: "finished clean"
clock_tree:
  cts-buffers-inserted: 5
  clk_pin_slew_ns: 0.06
  clock_tree.buffer_depth: 2
  clock_sinks: 34
  cts-resized-gates: 0
  cts_tree: "done"
  cts_setup_buffers: 0
  h-tree-depth: 2
  clock-root-buffer: "clkbuf_8"
  hold_buffers: 0
  insertion_delay_ns: 0.28
global_route:
  antenna_found_initial: 0
  grt_pass1_wl_microns: 4071
  grt_overflow: 0
  grt_pass1_vias: 919
  track_usage: 0.1009
  grt_max_degree: 12
job:
  drv_cap: 0
  warning_count: 26
drt:
  detail-route-antenna-nets: 0
  drt_iter0_drc: 53
  diodes: 0
  routed_wl_microns: 2219
  route.detailed.drc: 0
  wl_per_cell_microns: 10.62
  vias: 977
  first_pass_iters: 4
  via_per_inst: 4.675
worst_hold_path:
  min-delay-path-class: "reg2reg"
worst_setup_path:
  crit_family: "buffers and inverters"
  timing_worst_setup_path_type: "reg2out"
  critPathMaxFanout: 2
  path_cells: "clkdlybuf4s50_1"
  critPathMaxStageDelay_ns: 0.46
  arrival_ns: 1.08
  slowest_stage: "clkdlybuf4s50_1"
  critPathCaptureType: "output pin"
  path_buffers: 1
  cp.required_ns: 3.68
  critPathLaunchType: "flop"
placement:
  place_ws_ns: 2.745
  io_buffer_count: 1
  dpl_cell_area_sq_mm: 0.001511
  gp_congestion: 0.7519
  hpwl_microns: 1570
synth:
  syn_inst: 150
  synth-main-ff-cell: "dfxtp_1"
  yosys_area_sq_mm: 0.001443
  synth_stat.cells: 150
  synth_warnings: 1
  yosysTopAreaCell: "dfxtp_1"
  syn_avg_cell_area_sq_um: 9.618
  synth.distinct_cells: 25
  ys_seq_elements: 34
  top_area_frac: 0.4579
  synth-edff-count: 1
  synth.top_cells.by_count: "dfxtp_1 (33), xnor2_1 (26), nand3_1 (13), nand4_1 (13), nor2_1 (13)"
  top_cell: "dfxtp_1"
  netlist_area_sq_mm: 0.001443
  synth_seq_share: 0.4788
  async_flop_share: 0
  topCellsByArea: "dfxtp_1 (46%), xnor2_1 (16%), nand4_1 (5.6%)"
timing:
  slew_violations: 0
  holdWs_ns: 0.4579
  worst_clock_skew_ns: 0.005535
  timing.final.ws_setup_ns: 2.599
  tightest_slew_ns: 0.6480
  final_hold_viol_count: 0
  max-slew-margin-rel: 0.5657
  rsz0062_at_grt: "no"
  fin_tns_setup_ns: 0
  finalSetupViolations: 0
  fin_crit_sh: 0.4350
  fmax_mhz: 499.7
  min_period_ns: 2.001
floorplanning:
  ios: 2
  dieHeight_microns: 71.35
  initCoreUtil: 0.3224
  core_sq_mm: 0.004474
  die-area_sq_mm: 0.005090
  rows: 24
  die_w_microns: 71.35
cells_and_area:
  stdcell_area_sq_mm: 0.001603
  syn_to_final_growth_pct: 11.10
  fillers: 449
  drive_gt1_frac: 0.06369
pwr:
  p_leak_uw: 0.0005758
  power.density_mw_per_mm2: 469.5
  ir_drop_uv: 161.2
## cell type report
cell class | instances | area [sq um] | area share
Clock buffer | 7 | 86.33 | 0.05386
Clock inverter | 1 | 5.005 | 0.003123
Inverter | 5 | 18.77 | 0.01171
Multi-Input combinational cell | 108 | 719.4 | 0.4489
Sequential cell | 34 | 690.7 | 0.4309
Tap cell | 52 | 65.06 | 0.04059
Timing Repair Buffer | 2 | 17.52 | 0.01093
## where the power goes
| group | internal (uW) | leakage (uW) | total [uW] | switching, uW |
|---|---|---|---|---|
| logic | 64.4 | 0.000249 | 123 | 58.3 |
| clock network | 121 | 0.0000482 | 218 | 97.2 |
| registers | 348 | 0.000279 | 412 | 64.1 |
| total | 533 | 0.000576 | 753 | 220 |
## placed cells by master (no fill, tap or decap)
cell	count
and2_1	4
nor4b_1	1
and3_1	6
ha_1	2
edfxtp_1	1
nand2_1	8
and4bb_1	1
o32a_1	1
nand3_1	13
inv_1	5
nor4_4	1
clkinv_2	1
nor2_1	13
nor3_2	1
buf_4	1
clkbuf_8	6
nor2b_1	1
conb_1	1
nor3_1	5
clkdlybuf4s50_1	1
xnor2_1	26
dfxtp_1	33
and4_1	1
clkbuf_1	1
xor2_1	4
nand4_1	13
nor4_1	6
## logic make-up (layout without fill, tap and decap cells)
| group | after synthesis | in the layout | synth area share |
|---|---|---|---|
| compound gates | 1 | 1 | 0.006939 |
| other cells | 1 | 1 | 0.002599 |
| simple gates | 74 | 74 | 0.2897 |
| fa+ha+maj | 2 | 2 | 0.01734 |
| xor+xnor | 30 | 30 | 0.1821 |
| buf+inv | 8 | 15 | 0.02254 |
| flops | 34 | 34 | 0.4787 |
## routing by layer
metal	GRT usage	part of all wire	routed length (microns)	vias up
met1	0.1608	0.53	1169	429
met3	0.02568	0.033	74	4
met5	0	0	0	-
met4	0.01778	0.019	43	0
met2	0.1439	0.42	932	15
li1	-	-	-	529
## worst register-to-register path, delay by kind of cell (launching register included)
family	cells	cell delay, ns
flip-flops	1	0.34
adder cells (fa/ha/maj)	1	0.13
buffers and inverters	1	0.07
AND/OR/NAND/NOR	3	0.96
## flip-flops by register name, indices dropped and copies added (netlist names)
register and count:
COUNT 32, DAC_CLOCK 1, MAX_COUNT 1
## per-stage QoR
stage / instances / power (uW) / utilization
finish: 209 / 752.5 / 0.3582
global placement: 201 / 543.4 / 0.3378
CTS: 209 / 764.2 / 0.3582
global route: 209 / 810.7 / 0.3582
floorplan: 150 / 516.6 / -
detailed placement: 201 / 542.7 / 0.3378
## worst paths after layout
path,from,to,slack (ns),cells after the start
worst max-delay path,DAC_CLOCK$_DFFE_PN_,DAC_CLOCK,2.60,1
worst min-delay path,COUNT[31]$_SDFF_PN0_,COUNT[31]$_SDFF_PN0_,0.46,1
worst max register to register,COUNT[0]$_SDFF_PN0_,DAC_CLOCK$_DFFE_PN_,2.75,5
worst min register to register,COUNT[31]$_SDFF_PN0_,COUNT[31]$_SDFF_PN0_,0.46,1
No activity file was given, so power comes from the tool's default toggle rates.
